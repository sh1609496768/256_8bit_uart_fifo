==> config.mk <==
export PLATFORM = sky130hd
export DESIGN_NAME = send_256_8bit
export DESIGN_NICKNAME = send_256_8bit
export VERILOG_FILES = /design/flow/design.v
export SDC_FILE = /design/flow/constraint.sdc
export NUM_CORES = 4
export LEC_CHECK = 1
export CORE_AREA = 10 10 97 97
export DIE_AREA = 0 0 107 107
==> constraint.sdc <==
current_design send_256_8bit

set clk_period 2.7
set clk_io_pct 0.2

create_clock -name clk0 -period $clk_period [get_ports {sys_clk}]

set non_clock_inputs [all_inputs -no_clocks]
set_input_delay [expr $clk_period * $clk_io_pct] -clock clk0 $non_clock_inputs
set_output_delay [expr $clk_period * $clk_io_pct] -clock clk0 [all_outputs]
==> design.v <==
`timescale 1ns / 1ps
module send_256_8bit(
    input	            sys_clk,                   
    input               sys_rst_n,                 
    input               en_send,                   
    output reg          data_ok,                   
    output reg[7:0]     data_8bit                  
    );
    reg[7:0]            data_buf;
    parameter           IDLE    = 3'b001,
                        send    = 3'b010,
                        send_ok = 3'b100;
    reg[2:0] state = IDLE;
    always @( posedge sys_clk or negedge sys_rst_n ) 
    begin
        if ( !sys_rst_n )  
        begin
            data_8bit <= 8'b0;
            data_buf <= 8'b0;
            data_ok   <= 1'b0;
        end
        else
        begin
            case ( state )
                IDLE:
                    if ( !data_ok && en_send ) state <= send;
                    else
                    begin
                        data_ok <= 1'b0;
                        state <= IDLE;
                    end   
                send:
                begin
                    data_8bit <= data_buf;
                    data_ok <= 1'b1;
                    state <= send_ok;
                end 
                send_ok:
                begin
                    data_buf <= data_buf + 1;
                    state <= IDLE;
                end
                default:
                    state <= IDLE;
            endcase
        end
    end
endmodule
==> run.sh <==
#!/bin/bash
# OpenROAD 26Q1-2900-gdf79404cd8, Yosys 0.63+post, stock flow scripts
make -C /OpenROAD-flow-scripts/flow DESIGN_CONFIG=/design/flow/config.mk WORK_HOME=/design/flow/orfs finish
==> impl_metrics.xml <==
<?xml version="1.0" encoding="UTF-8"?>
<metrics>
  <group name="outcome">
    <metric name="status" unit="">finished clean</metric>
  </group>
  <group name="placed_design">
    <metric name="port_buffer_count" unit="">11</metric>
    <metric name="hpwl" unit="µm">1040</metric>
    <metric name="detailedPlace.worstSlack" unit="ns">0.994</metric>
    <metric name="dpl-instance-area" unit="µm²">1040</metric>
    <metric name="gp_congestion" unit="">0.739</metric>
  </group>
  <group name="drt">
    <metric name="post_route_ant_nets" unit="">0</metric>
    <metric name="firstDrtPassIters" unit="">3</metric>
    <metric name="drt_iter0_markers" unit="">10</metric>
    <metric name="drt-wirelength-per-cell" unit="µm">8.82</metric>
    <metric name="detail_route.antenna_diodes" unit="">0</metric>
    <metric name="routed_via_density" unit="">2.79</metric>
    <metric name="dr_total_vias" unit="">472</metric>
    <metric name="drc_viols" unit="">0</metric>
    <metric name="route.final.wire_length" unit="µm">1490</metric>
  </group>
  <group name="setup_path">
    <metric name="type_of_element_launching_the_critical_path" unit="">flop</metric>
    <metric name="crit_required" unit="ns">2.84</metric>
    <metric name="crit_type" unit="">flop to flop</metric>
    <metric name="cp-end-kind" unit="">flop</metric>
    <metric name="worstPathArrival" unit="ns">1.85</metric>
    <metric name="cp_max_fo" unit="">10</metric>
  </group>
  <group name="clock_network">
    <metric name="clk_root_buffer_cell" unit="">clkbuf_8</metric>
    <metric name="cts_num_sinks" unit="">20</metric>
    <metric name="postCtsSetupBuffers" unit="">0</metric>
    <metric name="clock_input_transition_at_the_sequential_cells_of_the_worst_setup_and_hold_paths" unit="ns">0.08</metric>
    <metric name="clk_latency" unit="ns">0.26</metric>
    <metric name="cts-buffers-inserted" unit="">3</metric>
    <metric name="tritoncts" unit="">built</metric>
    <metric name="cts_resized" unit="">0</metric>
    <metric name="cts_hold_buf" unit="">0</metric>
    <metric name="cts_max_level" unit="">1</metric>
    <metric name="clock_tree.buffer_depth" unit="">2</metric>
  </group>
  <group name="cells_and_area">
    <metric name="layout-drive-gt1-share" unit="">0.229</metric>
    <metric name="synth_to_layout_area_growth" unit="%">37.8</metric>
    <metric name="total_area_of_sequential_cells" unit="µm²">515</metric>
    <metric name="final_core_util" unit="">0.153</metric>
    <metric name="area.combinational" unit="µm²">280</metric>
    <metric name="num-fill-cells" unit="">817</metric>
    <metric name="postLayoutCellArea" unit="µm²">1110</metric>
  </group>
  <group name="global_route">
    <metric name="globalRoute.totalOverflow" unit="">0</metric>
    <metric name="antenna_found_initial" unit="">0</metric>
    <metric name="grtUsageTotal" unit="">0.0276</metric>
    <metric name="grt_start_max_net_pins" unit="">20</metric>
    <metric name="grt_pass1_vias" unit="">475</metric>
    <metric name="grt_first_pass_wirelength" unit="µm">2530</metric>
  </group>
  <group name="pwr">
    <metric name="fin_total_pwr" unit="µW">832</metric>
    <metric name="power.switching_fraction" unit="">0.221</metric>
    <metric name="power.share.sequential" unit="">0.493</metric>
    <metric name="comb_power_share" unit="">0.153</metric>
    <metric name="internal-power" unit="µW">648</metric>
    <metric name="power_frac_clock" unit="">0.354</metric>
    <metric name="cellPowerDensity" unit="nW/µm²">748</metric>
    <metric name="power.net_switching" unit="µW">184</metric>
    <metric name="total_leakage_power" unit="nW">0.441</metric>
    <metric name="power.ir.vdd_worst" unit="mV">0.250</metric>
  </group>
  <group name="timing">
    <metric name="grt_setup_unrepaired" unit="">no</metric>
    <metric name="final.setup_skew" unit="ns">0.00804</metric>
    <metric name="worst_slew_margin_rel" unit="">0.462</metric>
    <metric name="tmin_final" unit="ns">1.72</metric>
    <metric name="worst_pin_slew" unit="ns">0.804</metric>
    <metric name="max_freq" unit="GHz">0.583</metric>
    <metric name="slew_violations" unit="">0</metric>
    <metric name="post-route-worst-setup-slack" unit="ns">0.985</metric>
    <metric name="finalHoldViolations" unit="">0</metric>
    <metric name="setup_viol" unit="">0</metric>
    <metric name="timing.setup.tns" unit="ns">0</metric>
    <metric name="final.period_utilization" unit="">0.635</metric>
  </group>
  <group name="synth">
    <metric name="syn_inst" unit="">55</metric>
    <metric name="synth_top_area_share" unit="">0.527</metric>
    <metric name="avgSynthCellArea" unit="µm²">14.7</metric>
    <metric name="yosysSeqAreaShare" unit="">0.639</metric>
    <metric name="synth_area_leader_cell" unit="">dfrtp_1</metric>
    <metric name="yosys_warnings" unit="">1</metric>
    <metric name="yosys_register_bits" unit="">20</metric>
    <metric name="synth_cell_types" unit="">17</metric>
    <metric name="synthTopCellsByArea" unit="">dfrtp_1, mux2_2, edfxtp_1</metric>
    <metric name="synth-cells-yosys" unit="">55</metric>
    <metric name="area_of_the_mapped_netlist" unit="µm²">807</metric>
    <metric name="synth-area-yosys" unit="µm²">807</metric>
  </group>
  <group name="die">
    <metric name="fp-utilization" unit="">0.111</metric>
    <metric name="io_pins" unit="">12</metric>
    <metric name="core_area" unit="µm²">7290</metric>
    <metric name="die.size.y" unit="µm">107</metric>
    <metric name="placementRows" unit="">31</metric>
    <metric name="chipWidth" unit="µm">107</metric>
    <metric name="die_area" unit="µm²">11400</metric>
  </group>
  <group name="job">
    <metric name="openroad.warnings" unit="">25</metric>
    <metric name="max_cap_violations" unit="">0</metric>
  </group>
  <group name="hold_path">
    <metric name="holdCritPathClass" unit="">input port to async pin</metric>
  </group>
</metrics>
registers in the layout (all words and copies together), names as in the netlist:
signal,count
data_8bit,8
data_buf,8
state,3
data_ok,1
metrics by stage:
stage	hold WS, ns	std cells
2_1_floorplan	0.244	55
3_3_place_gp	0.457	165
3_5_place_dp	0.462	165
4_1_cts	0.428	169
5_1_grt	0.419	169
6_report	0.430	169
critical path, stage by stage (launching register included):
cell and delay [ns]:
edfxtp_1 0.47, nor3b_2 0.71, mux2_2 0.41
cell usage in the layout (no fill, tap or decap):
cell type and instances:
a21oi_1 1, and3_1 2, buf_4 1, bufinv_16 1
clkbuf_8 3, clkdlybuf4s50_1 11, dfrtp_1 17, edfxtp_1 3
ha_1 1, inv_1 1, mux2_2 9, nand2_1 3
nand4_1 4, nor2_1 1, nor3b_2 1, nor3b_4 1
nor4_1 1, o21ai_0 2, xnor2_1 6, xor2_1 1
synthesized netlist by cell type (all sizes together):
master	number
dfrtp	17
mux2	9
xnor2	6
nand4	4
edfxtp	3
nand2	3
and3	2
nor3b	2
o21ai	2
a21oi	1
buf	1
ha	1
inv	1
nor2	1
nor4	1
xor2	1
routing by layer:
layer,part of all wire,global-route usage,wire length [µm],up-vias
met5,0,0,0,-
met4,0.0054,0.00290,8,0
met3,0.11,0.0206,162,2
met2,0.40,0.0364,600,11
met1,0.48,0.0362,718,235
li1,-,-,-,224
path summary, 6_finish.rpt:
| path | start | end | slack (ns) | cells past startpoint |
|---|---|---|---|---|
| max | state[0] | data_8bit[0] | 0.98 | 2 |
| min in group clk0 | data_buf[7] | data_buf[7] | 0.48 | 1 |
| max in group asynchronous | sys_rst_n | data_buf[3] | 1.84 | 2 |
| min | sys_rst_n | data_ok | 0.43 | 1 |
| min reg2reg | data_buf[7] | data_buf[7] | 0.48 | 1 |
| max reg2reg | state[0] | data_8bit[0] | 0.98 | 2 |
kinds of logic (layout without fill, tap and decap cells):
| family | after synthesis | after routing | share of synthesized area |
|---|---|---|---|
| XOR/XNOR | 7 | 7 | 0.0760 |
| buffers and inverters | 2 | 17 | 0.0140 |
| AND-OR/OR-AND | 3 | 3 | 0.0186 |
| adder cells (fa/ha/maj) | 1 | 1 | 0.0155 |
| multiplexers | 9 | 9 | 0.126 |
| AND/OR/NAND/NOR | 13 | 13 | 0.112 |
| flip-flops | 20 | 20 | 0.639 |
power by group through the flow:
stage	sequential, mW	combinational (mW)	clock [mW]
6_report	0.410	0.128	0.294
5_1_grt	0.422	0.149	0.317
4_1_cts	0.411	0.134	0.302
cell type report:
class,count,share of cell area
clock buffer,3,0.0371
clock inverter,1,0.0270
inverter,1,0.00337
multi-input combinational,33,0.252
sequential,20,0.463
tap,99,0.111
timing repair buffer,12,0.106
No activity file was given, so power comes from the tool's default toggle rates.
