===== /design/flow/config.mk =====
export PLATFORM = sky130hd
export DESIGN_NAME = uart_rx
export DESIGN_NICKNAME = uart_rx
export VERILOG_FILES = /design/flow/design.v
export SDC_FILE = /design/flow/constraint.sdc
export NUM_CORES = 4
export LEC_CHECK = 1
export CORE_UTILIZATION = 30

===== /design/flow/constraint.sdc =====
current_design uart_rx

set clk_period 2.3
set clk_io_pct 0.2

create_clock -name clk0 -period $clk_period [get_ports {sys_clk}]

set non_clock_inputs [all_inputs -no_clocks]
set_input_delay [expr $clk_period * $clk_io_pct] -clock clk0 $non_clock_inputs
set_output_delay [expr $clk_period * $clk_io_pct] -clock clk0 [all_outputs]

===== /design/flow/design.v =====
`timescale 1ns / 1ps
module uart_rx(
    input	            sys_clk,                   
    input               sys_rst_n,                 
    input               uart_rxd,                  
    output reg[7:0]     uart_dout,                 
    output reg          uart_done                  
    );
    parameter           CLK_FREQ = 50000000;             
    parameter           UART_BPS = 115200;               
    localparam          BPS_CNT  = CLK_FREQ/UART_BPS;    
    reg                 uart_rxd_d0;                                              
    (* mark_debug = "true" *)reg                 uart_rxd_d1;                     
    (* mark_debug = "true" *)reg                 rx_flag;                         
    (* mark_debug = "true" *)reg[3:0]            rx_cnt;                          
    reg[16:0]           clk_cnt;                         
    (* mark_debug = "true" *)reg[7:0]            rx_data;                         
    (* mark_debug = "true" *)wire                start_flag;                     
    assign start_flag = uart_rxd_d1 & ( ~ uart_rxd_d0 );         
    always @( posedge sys_clk or negedge sys_rst_n )
    begin
        if ( !sys_rst_n )                    
        begin
            uart_rxd_d0 <= 1'b0;             
            uart_rxd_d1 <= 1'b0;
        end
        else
        begin                               
            uart_rxd_d0 <= uart_rxd; 
            uart_rxd_d1 <= uart_rxd_d0;
        end    
    end
    always @( posedge sys_clk or negedge sys_rst_n )
    begin
        if ( !sys_rst_n )                    
            rx_flag <= 1'b0;
        else
        begin
            if ( start_flag )              
            begin                               
                rx_flag <= 1'b1;
            end
            else if ( ( rx_cnt == 4'd9 ) && ( clk_cnt == (BPS_CNT - 1) / 2 ) )    
            begin                                                           
                rx_flag <= 1'b0;
            end
            else rx_flag <= rx_flag;
        end
    end
    always @( posedge sys_clk or negedge sys_rst_n ) 
    begin
        if ( !sys_rst_n )                    
            clk_cnt <= 16'b0;
        else if ( rx_flag )         
        begin
            if ( clk_cnt < ( BPS_CNT - 1 ) )
                clk_cnt <= clk_cnt + 1;
            else
                clk_cnt <= 16'b0;
        end
        else
            clk_cnt <= 16'b0;
    end
    always @( posedge sys_clk or negedge sys_rst_n ) 
    begin
        if ( !sys_rst_n )                    
        begin
            rx_cnt <= 4'b0;
        end
        else if ( rx_flag )
        begin
            if ( clk_cnt == ( BPS_CNT - 1 ) )     
                rx_cnt <= rx_cnt + 1;
            else
                rx_cnt <= rx_cnt;
        end
        else
            rx_cnt <= 4'b0;
    end
    always @( posedge sys_clk or negedge sys_rst_n ) 
    begin
        if ( !sys_rst_n )
        begin
            uart_done <= 1'b0;
            uart_dout <= 8'b0;
        end
        else if ( rx_cnt == 4'd9 )
        begin
            uart_dout <= rx_data;
            uart_done <= 1'b1;    
        end
        else
        begin
            uart_done <= 1'b0;
            uart_dout <= 8'b0;
        end
    end
    always @( posedge sys_clk or negedge sys_rst_n ) 
    begin
        if ( !sys_rst_n )                    
            rx_data <= 8'b0;
        else if ( rx_flag )
        begin
            if ( clk_cnt == ( BPS_CNT - 1 )/2  )
            begin
                case ( rx_cnt )
                4'd1 : rx_data[0] <= uart_rxd_d1;
                4'd2 : rx_data[1] <= uart_rxd_d1;
                4'd3 : rx_data[2] <= uart_rxd_d1;
                4'd4 : rx_data[3] <= uart_rxd_d1;
                4'd5 : rx_data[4] <= uart_rxd_d1;
                4'd6 : rx_data[5] <= uart_rxd_d1;
                4'd7 : rx_data[6] <= uart_rxd_d1;
                4'd8 : rx_data[7] <= uart_rxd_d1;
                default :;
            endcase
            end
            else
                rx_data <= rx_data; 
        end
        else rx_data <= 8'b0;
    end
endmodule

===== /design/flow/run.sh =====
#!/bin/bash
# OpenROAD 26Q1-2900-gdf79404cd8, Yosys 0.63+post, stock flow scripts
make -C /OpenROAD-flow-scripts/flow DESIGN_CONFIG=/design/flow/config.mk WORK_HOME=/design/flow/orfs finish

==> impl_metrics.json <==
{
  "status": "finished clean",
  "ys_seq_share": 0.6016,
  "grtUsageTotal": 0.1028,
  "power_frac_clock": 0.440,
  "clk_latency_ps": 290,
  "pwr-share-comb": 0.018,
  "drt-total-wl_um": 2626,
  "die_y_um": 77.40,
  "crit_type": "reg -> reg",
  "drive_above_1_share": 0.08876,
  "fin_ws_ps": 131.6,
  "period_needed_ps": 2168,
  "routabilityCongestion": 0.7749,
  "top_area_frac": 0.6016,
  "ys_area_um2": 1705,
  "edf_count": 0,
  "tns_ps": 0,
  "core_um2": 5507,
  "postCtsSetupBuffers": 0,
  "dieArea_um2": 5990,
  "synthArstFlopShare": 1.000,
  "grt_pass1_vias": 1091,
  "final_hold_viol_count": 0,
  "p_int_w": 0.001087,
  "drtIter0Drc": 108,
  "critPathRequiredTime_ps": 2520,
  "diodes": 0,
  "openroad.warnings": 30,
  "clock_skew_ps": 4.912,
  "slew_headroom": 0.4784,
  "syn2layout_area_growth_pct": 20.18,
  "grt_max_degree": 22,
  "antenna_found_initial": 0,
  "cts_hold_buffers": 0,
  "die_w_um": 77.40,
  "ios": 12,
  "p_seq_frac": 0.542,
  "drc_errors": 0,
  "hp-class": "in -> async",
  "post_cts_resized": 0,
  "synthMostInstantiatedCell": "dfrtp_1",
  "worstMarginPinSlew_ps": 781.6,
  "fill_cells": 529,
  "cp_max_fo": 6,
  "finalClockPeriodUsage": 0.9428,
  "synth.yosys.warnings": 1,
  "irDropWorstVdd_mv": 0.2697,
  "num_vias": 1052,
  "p_sw_w": 0.0002622,
  "ys_seq_elements": 41,
  "hold_ws_ps": 126.6,
  "setup_viol": 0,
  "port_buffers": 11,
  "critPathLaunchType": "register",
  "ant_nets": 0,
  "std_cell_rows": 27,
  "fp_util": 0.3097,
  "sw_frac_of_total": 0.1943,
  "final_max_slew_viol_count": 0,
  "ys.flop_type": "dfrtp_1",
  "max_freq_ghz": 0.4612,
  "cts_buffers": 5,
  "cts.clk_slew.worst_paths_ps": 70,
  "yosysCellCount": 144,
  "syn_inst": 144,
  "rsz0062_at_grt": "false",
  "cts_root_buf": "clkbuf_8",
  "tritoncts": "done",
  "powerDensity_nw_per_um2": 658.4,
  "crit_path_end_kind": "register",
  "cts.sinks": 41,
  "grt_pass1_wl_um": 4919,
  "leakagePower_nw": 0.9328,
  "cp_data_arrival_time_ps": 2390,
  "grt_overflow": 0,
  "ys_top_cells_by_count": "dfrtp_1 (41), nand2_1 (13), nor2_1 (13)",
  "dp_hpwl_um": 1747,
  "synth_area_um2": 1705,
  "synth_cell_type_count": 30,
  "top_area_cell": "dfrtp_1",
  "cts_max_level": 2,
  "cts.path.max_buffers": 2,
  "maxCapViolCount": 0,
  "vias_per_cell": 4.365,
  "netlist_top_cells_area": "dfrtp_1 (60%), mux2i_1 (5.3%), ha_1 (5.1%), and2_1 (3.3%), nand2_1 (2.9%)",
  "avgSynthCellArea_um2": 11.84,
  "r2r-start": "clk_cnt[1]",
  "routedWlPerCell_um": 10.90,
  "fin_util": 0.3722,
  "worstSetupStartpoint": "clk_cnt[1]",
  "pre_cts_ws_ps": 154.6,
  "first_pass_iters": 4
}
==> cell type report <==
cell class	count	area (µm²)	area share
well taps	72	90.09	0.04396
inverters	7	26.28	0.01282
clock inverters	2	37.54	0.01831
repair buffers	13	120.1	0.05861
clock buffers	6	82.58	0.04029
flip-flops and latches	41	1026	0.5006
multi-input cells	100	666.9	0.3254
==> placed cells by master, fill, tap and decap left out <==
cell	netlist	final
a22o_1	1	1
clkdlybuf4s50_1	0	10
xor2_1	2	2
nor4_2	1	1
nand4_1	2	2
nor2_1	13	13
buf_2	0	1
ha_1	7	7
or3_1	2	2
a31oi_1	1	1
nand2_1	13	13
clkbuf_8	0	6
nand4b_1	2	2
and2_1	9	9
o21ai_0	2	2
nor2b_1	2	2
o2111ai_1	1	1
mux2i_1	9	9
bufinv_16	0	1
or4_1	1	1
nor3_1	1	1
xnor2_1	5	5
dfrtp_1	41	41
and3b_1	1	1
and4bb_2	1	1
conb_1	1	8
or4b_1	2	2
inv_1	7	7
clkinvlp_4	0	1
nand3_1	9	9
a21boi_1	2	2
buf_4	0	2
nor4_1	1	1
or4_4	2	2
==> logic make-up after synthesis <==
kind of cell,Yosys count,synth area share
compound gates,7,0.02862
xor+xnor,7,0.03595
fa+ha+maj,7,0.05135
buf+inv,10,0.02275
flops,41,0.6016
mux,9,0.05283
other cells,1,0.002199
simple gates,62,0.2047
==> worst max-delay path, cell delays in order (launching register included) <==
cell,delay (ps)
dfrtp_1,410
inv_1,90
ha_1,140
or4b_1,410
or4_1,530
or3_1,380
a21boi_1,140
==> layer usage <==
metal | wire length, µm | global-route usage | vias to the layer above
li1 | - | - | 527
met1 | 1309 | 0.1480 | 504
met2 | 1182 | 0.1673 | 14
met5 | 0 | 0 | -
met3 | 78 | 0.02151 | 7
met4 | 56 | 0.01698 | 0
==> metrics by stage <==
| step | total power (W) | cells | instance area (µm²) |
|---|---|---|---|
| after floorplan | 0.0007515 | 151 | 1732 |
| after global placement | 0.0007716 | 233 | 1929 |
| after detailed placement | 0.0007720 | 233 | 1929 |
| after CTS | 0.001374 | 241 | 2049 |
| after global routing | 0.001409 | 241 | 2049 |
| final | 0.001349 | 241 | 2049 |
==> path summary, 6_finish.rpt <==
kind                               end  cells after the start  slack (ps)
min reg2reg                uart_rxd_d1                      0         380
min in group clk0          uart_rxd_d1                      0         380
max in group asynchronous   clk_cnt[1]                      2        1540
max reg2reg                  rx_cnt[3]                      6         130
min                         clk_cnt[2]                      1         130
max                          rx_cnt[3]                      6         130
==> power by group through the flow <==
| stage | Sequential [W] | Clock, W | Combinational, W |
|---|---|---|---|
| final | 0.000732 | 0.000593 | 0.0000240 |
| after global routing | 0.000733 | 0.000647 | 0.0000289 |
| after CTS | 0.000732 | 0.000617 | 0.0000258 |
==> registers in the layout (all words and copies together), names as in the netlist <==
signal and cells:
uart_rxd_d0 1, uart_rxd_d1 1, uart_done 1, rx_data 8
clk_cnt 17, rx_cnt 4, rx_flag 1, uart_dout 8
No activity file was given, so power comes from the tool's default toggle rates.
