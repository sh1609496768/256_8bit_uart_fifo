--- flow/config.mk ---
export PLATFORM = sky130hd
export DESIGN_NAME = uart_tx
export DESIGN_NICKNAME = uart_tx
export VERILOG_FILES = /design/flow/design.v
export SDC_FILE = /design/flow/constraint.sdc
export NUM_CORES = 4
export LEC_CHECK = 1
export CORE_AREA = 10 10 107 107
export DIE_AREA = 0 0 117 117
--- flow/constraint.sdc ---
current_design uart_tx

set clk_period 2.6
set clk_io_pct 0.2

create_clock -name clk0 -period $clk_period [get_ports {sys_clk}]

set non_clock_inputs [all_inputs -no_clocks]
set_input_delay [expr $clk_period * $clk_io_pct] -clock clk0 $non_clock_inputs
set_output_delay [expr $clk_period * $clk_io_pct] -clock clk0 [all_outputs]
--- flow/design.v ---
`timescale 1ns / 1ps
module uart_tx(
    input	      sys_clk,                   
    input         sys_rst_n,                 
    (* mark_debug = "true" *)input         uart_en,                   
    (* mark_debug = "true" *)input  [7:0]  uart_din,                  
    output        uart_tx_busy,              
    output  reg   uart_txd                   
    );
parameter  CLK_FREQ = 50000000;             
parameter  UART_BPS = 115200;                 
localparam  BPS_CNT  = CLK_FREQ/UART_BPS;    
reg        uart_en_d0;                       
reg        uart_en_d1;  
reg [15:0] clk_cnt;                          
(* mark_debug = "true" *)reg [ 3:0] tx_cnt;                           
(* mark_debug = "true" *)reg        tx_flag;                          
reg [ 7:0] tx_data;                          
wire       en_flag;                          
assign uart_tx_busy = tx_flag;
assign en_flag = (~uart_en_d1) & uart_en_d0;
always @(posedge sys_clk or negedge sys_rst_n) begin         
    if (!sys_rst_n) begin
        uart_en_d0 <= 1'b1;                                  
        uart_en_d1 <= 1'b1;
    end                                                      
    else begin                                               
        uart_en_d0 <= uart_en;                
        uart_en_d1 <= uart_en_d0;             
    end
end
always @(posedge sys_clk or negedge sys_rst_n) begin         
    if (!sys_rst_n) begin                                  
        tx_flag <= 1'b0;
        tx_data <= 8'd0;
    end 
    else if (en_flag) begin                  
            tx_flag <= 1'b1;                 
            tx_data <= uart_din;             
        end
    else if ((tx_cnt == 4'd9) && (clk_cnt == BPS_CNT - (BPS_CNT/16))) begin                                       
        tx_flag <= 1'b0;                 
        tx_data <= 8'd0;
    end
    else begin
        tx_flag <= tx_flag;              
        tx_data <= tx_data;
    end 
end
always @(posedge sys_clk or negedge sys_rst_n) begin         
    if (!sys_rst_n)                             
        clk_cnt <= 16'd0;                                  
    else if (tx_flag) begin                  
        if (clk_cnt < BPS_CNT - 1)
            clk_cnt <= clk_cnt + 1'b1;
        else
            clk_cnt <= 16'd0;                
    end
    else                             
        clk_cnt <= 16'd0; 				     
end
always @(posedge sys_clk or negedge sys_rst_n) begin         
    if (!sys_rst_n)                             
        tx_cnt <= 4'd0;
    else if (tx_flag) begin                  
        if (clk_cnt == BPS_CNT - 1)			 
            tx_cnt <= tx_cnt + 1'b1;		 
        else
            tx_cnt <= tx_cnt;       
    end
    else                              
        tx_cnt  <= 4'd0;				     
end
always @(posedge sys_clk or negedge sys_rst_n) begin        
    if (!sys_rst_n)  
        uart_txd <= 1'b1;                   
    else if (tx_flag)
        case(tx_cnt)
            4'd0: uart_txd <= 1'b0;          
            4'd1: uart_txd <= tx_data[0];    
            4'd2: uart_txd <= tx_data[1];   
            4'd3: uart_txd <= tx_data[2];
            4'd4: uart_txd <= tx_data[3];
            4'd5: uart_txd <= tx_data[4];
            4'd6: uart_txd <= tx_data[5];
            4'd7: uart_txd <= tx_data[6];   
            4'd8: uart_txd <= tx_data[7];    
            4'd9: uart_txd <= 1'b1;          
            default: ;
        endcase
    else 
        uart_txd <= 1'b1;                    
end
endmodule
--- flow/run.sh ---
#!/bin/bash
# OpenROAD 26Q1-2900-gdf79404cd8, Yosys 0.63+post, stock flow scripts
make -C /OpenROAD-flow-scripts/flow DESIGN_CONFIG=/design/flow/config.mk WORK_HOME=/design/flow/orfs finish
==> impl_metrics.ini <==
; implementation run metrics
[cts]
numCtsBuffers = 5
cts_hold_buf = 0
cts_tree = yes
cts_resized = 0
root_buffer = clkbuf_8
htree_levels = 2
cts_setup_buffers = 0
cts_buffer_depth = 2
clkSinkCount = 32
clk_latency_ps = 280
clkTransAtPathRegs_ps = 60

[global_routing]
antenna_found_initial = 0
grt_pass1_vias = 937
grt_max_degree = 33
grt_overflow_total = 0
grt_usage_pct = 3.88
grt_pass1_wl_um = 4480

[flow_run]
cap_violations = 0
tool_warnings = 30

[synth]
ys_area_um2 = 1440
ys_seq_share_pct = 56.0
post-synth-top-area-cell = dfrtp_1
synth_cell_types = 36
ys_warn_count = 1
top_area_share_pct = 50.5
flop_cell = dfrtp_1
syn_avg_cell_area_um2 = 11.8
ys_cells = 122
synth_cells = 122
ys_seq_elements = 32
top_cell = dfrtp_1
synth_area_um2 = 1440
topCellsByArea = dfrtp_1 (50%), ha_1 (6.1%), dfstp_2 (5.5%)
edf_count = 0
common_cells = dfrtp_1 (29), nor2_1 (13), a22o_1 (8)
async_flop_share_pct = 100

[detailed_routing]
antenna_left = 0
wire_per_inst_um = 10.1
routed_wl_um = 2620
drc = 0
dr.pass1.iters = 4
n_antenna_cell = 0
vias = 951
drt_first_iter_violations = 62
viasPerCell = 3.67

[final_timing]
maxSlewViolCount = 0
rsz0062_at_grt = false
finalCritPeriodShare_pct = 70.1
min_period_ps = 1820
skew_ps = 4.48
setup_viol = 0
slew_headroom_pct = 49.5
final-hold-violation-count = 0
setup_ws_ps = 778
max_freq_mhz = 549
setup_tns_ps = 0
worstMarginPinSlew_ps = 755

[cells_and_area]
syn2layout_area_growth_pct = 25.8
drive_above_1_share_pct = 11.5
final-instance-count-excl-fill = 259

[critical_path]
worstPathArrival_ps = 1300
critical_path.endpoint_type = output port
path_class = flop to output port
critPathBufInv = 1
path_cells = clkdlybuf4s50_1
worstReg2RegEnd = clk_cnt[7]
required_ps = 2080
crit_path_top_delay_cell = dfstp_2
max_stage_delay_ps = 540
r2r_cells = 6
crit_family = flip-flops
r2r_setup_slack_ps = 790
worst_setup_path_start_kind = flop
timing.rr.start = clk_cnt[0]
crit_path_max_fanout = 2

[placed_design]
dp.cells = 251
io_buffers = 12
place_ws_ps = 797
hpwl_um = 1870
gp_congestion = 0.778

[floorplan]
die-area_um2 = 13700
die_w_um = 117
ios = 13
die_h_um = 117
rows = 35
core_area_um2 = 9200
fp_util_pct = 15.6

[power]
ir_worst_vdd_mv = 0.183
power.density_nw_per_um2 = 535
p_leak_nw = 0.770
power_mw = 0.969

[run_status]
status = finished, final reports clean

[worst_hold_path]
min-delay-start = uart_en_d0
hold_class = flop to flop
holdPathStages = 0
hold_end = uart_en_d1
flip-flops by register name, summed over array words and instances, names as in the netlist:
signal      flops
clk_cnt        16
tx_data         8
tx_cnt          4
uart_en_d1      1
uart_txd        1
uart_en_d0      1
tx_flag         1
cells in the final DEF, fill, tap and decap left out, drive strengths merged, types with 4 or more instances in the layout:
cell type      synthesis  final
xnor2                  6      6
a22o                   8      8
nand2                  4      4
dfrtp                 29     29
clkdlybuf4s50          0     12
o21ai                  4      4
ha                     7      7
inv                    7      7
nand3                  4      4
nor2                  13     13
conb                   1      7
clkbuf                 0      8
metal layers:
layer / wire (µm) / up-vias / GRT usage, %
li1: - / 476 / -
met1: 1280 / 452 / 5.47
met2: 1210 / 21 / 5.92
met3: 91 / 2 / 0.929
met4: 40 / 0 / 0.906
met5: 0 / - / 0
cell families (layout without fill, tap and decap cells):
kind of cell    Yosys count  in the layout  synth area share, %
flops                    32             32                 56.0
simple gates             39             39                 16.4
buf+inv                   9             29                 2.87
compound gates           24             24                 12.1
fa+ha+maj                 7              7                 6.09
mux                       2              2                 1.48
xor+xnor                  8              8                 4.87
other cells               1              7                0.261
layout make-up:
cell class,count,area (µm²)
well taps,111,139
fillers,984,7390
inverters,7,26.3
flip-flops and latches,32,805
repair buffers,14,135
multi-input cells,87,614
clock buffers,8,90.1
worst max path at each step:
stage	startpoint	cells after the start	to	slack, ps
finish	uart_txd	1	uart_txd	780
CTS	uart_txd	1	uart_txd	750
global route	tx_cnt[1]	6	tx_data[0]	620
metrics by stage:
step | hold slack [ps] | utilization, % | area, µm²
floorplan | 224 | - | 1460
global placement | 354 | 18.7 | 1720
detailed placement | 356 | 18.7 | 1720
CTS | 365 | 19.7 | 1810
global route | 368 | 19.7 | 1810
finish | 364 | 19.7 | 1810
report_power, final:
part	internal, mW	switching [mW]
sequential	0.522	0.0123
combinational	0.0291	0.0219
clock	0.216	0.168
